--- design/flow/design.v ---
module ArbDynamicPriority (
  clk,
  rst_n,
  req,
  priorityLevel,
  grant
  );
  parameter REQ_NUM    = 4;
  parameter PRI_WIDTH  = clog2(REQ_NUM);
  parameter PRI_TOTALW = REQ_NUM*PRI_WIDTH;
  input  clk;
  input  rst_n;
  input  [REQ_NUM-1:0] req;
  input  [PRI_TOTALW-1:0] priorityLevel;
  output reg [REQ_NUM-1:0] grant;
  wire [REQ_NUM*REQ_NUM-1:0] compResult;
  wire noGrant;
  wire [REQ_NUM-1:0] orPriorityResult;
  wire [REQ_NUM-1:0] reqEn;
  wire [REQ_NUM*REQ_NUM-1:0] newGrant;
  wire [REQ_NUM-1:0] setGrant;
  wire [REQ_NUM-1:0] setPriorityGrant;
  generate
    genvar i0;
    genvar i1;
    for (i0 = 0; i0 < REQ_NUM; i0=i0+1) begin: uComp
      for (i1 = 0; i1 < REQ_NUM; i1=i1+1) begin: bitComp
	      assign compResult[i1+i0*REQ_NUM] = req[i0] & (priorityLevel[PRI_WIDTH*(i0+1)-1:PRI_WIDTH*i0] == i1);
	    end
    end
    for (i0=0; i0<REQ_NUM; i0=i0+1) begin: AChk
	    assign orPriorityResult[i0] = orOut(compResult[REQ_NUM*REQ_NUM-1:0],i0);
	  end
	  assign reqEn[0] = orPriorityResult[0];
	  for (i0=1; i0<REQ_NUM; i0=i0+1) begin: ReqEnable
	    assign reqEn[i0] = orPriorityResult[i0] & ~|orPriorityResult[i0-1:0];
	  end
    for (i0 = 0; i0 < REQ_NUM; i0=i0+1) begin: ReqMask
	    for (i1 = 0; i1 < REQ_NUM; i1=i1+1) begin: BitMask
	      assign newGrant[i1+i0*REQ_NUM] = compResult[i1+i0*REQ_NUM] & reqEn[i1];
	    end
	  end
	  for (i0 = 0; i0 < REQ_NUM; i0=i0+1) begin: uSetGrant
	    assign setGrant[i0] = |newGrant[REQ_NUM*(i0+1)-1:i0*REQ_NUM];
	  end
    assign setPriorityGrant[0] = setGrant[0];
    for (i0 = 1; i0 < REQ_NUM; i0=i0+1) begin: uSetPriGrant
	    assign setPriorityGrant[i0] = setGrant[i0] & ~|setGrant[i0-1:0];
	  end
  endgenerate
  generate
    genvar j;
	  for (j = 0; j < REQ_NUM; j=j+1) begin: uGrant
      always @ (posedge clk, negedge rst_n) begin
        if (~rst_n)
	        grant[j] <= 1'b0;
	      else if (noGrant)
	        grant[j] <= setPriorityGrant[j];
        else
          grant[j] <= grant[j] & req[j];
      end
	  end  
  endgenerate
  assign noGrant = ~|grant[REQ_NUM-1:0];
  function reg orOut;
    input [REQ_NUM*REQ_NUM-1:0] orIn;
	  input integer id;
	  integer i;
    begin
      orOut = 1'b0;
      for (i=0; i<REQ_NUM; i=i+1) begin
        orOut = orOut | orIn[id+i*REQ_NUM];
      end
    end
  endfunction
  function integer clog2; 
    input integer value; 
    integer i; 
    begin 
      clog2 = 0; 
      for(i = 0; 2**i < value; i=i+1) 
        clog2 = i + 1; 
      end 
  endfunction 
endmodule  
--- design/flow/run.sh ---
#!/bin/bash
# OpenROAD 26Q1-2900-gdf79404cd8, Yosys 0.63+post, stock flow scripts
make -C /OpenROAD-flow-scripts/flow DESIGN_CONFIG=/design/flow/config.mk WORK_HOME=/design/flow/orfs finish
--- design/flow/config.mk ---
export PLATFORM = sky130hd
export DESIGN_NAME = ArbDynamicPriority
export DESIGN_NICKNAME = ArbDynamicPriority
export VERILOG_FILES = /design/flow/design.v
export SDC_FILE = /design/flow/constraint.sdc
export NUM_CORES = 4
export LEC_CHECK = 1
export CORE_AREA = 10 10 70 70
export DIE_AREA = 0 0 80 80
--- design/flow/constraint.sdc ---
current_design ArbDynamicPriority

set clk_period 1.5
set clk_io_pct 0.2

create_clock -name clk0 -period $clk_period [get_ports {clk}]

set non_clock_inputs [all_inputs -no_clocks]
set_input_delay [expr $clk_period * $clk_io_pct] -clock clk0 $non_clock_inputs
set_output_delay [expr $clk_period * $clk_io_pct] -clock clk0 [all_outputs]
==> out/summary.txt <==
highest routed layer: met3
initial antenna violation count: 0
Latency at later pin: 0.23 ns
DR vias/cell: 4.17
CP max stage delay: 0.57 ns
final core utilization: 25.6%
WS Path Type: primary input to flop
vias: 542
clock slew at reported path FFs: 0.04 ns
Data arrival, critical path: 1.73 ns
count of library flops with an enable pin: 0
die width: 80 um
yosys cell count: 47
ys flop type: dfrtp_1
status: complete, but fails checks
antenna viol nets, final: 0
Syn. warnings: 1
CTS H-tree lvls: 1
Worst Setup Slack, final: -0.112 ns
clock sink count: 4
Log Warnings: 28
Crit. End Element: flop
first-pass GRT wire length: 2590 um
Post-synth regs: 4
Design Area, Final: 873 um2
fmax: 620 MHz
DRT met1 WL: 721 um
worst-path cell chain: buf_6, and3b_2, or4_4, a311o_1, a32o_1
Layout Skew: 0.00158 ns
synthesized netlist cell count: 47
total gr overflow: 0
HP Class: primary input to async pin
largest reg by FF count: grant
root buf cell: clkbuf_4
max reg flops: 4
post-synthesis sequential area ratio: 22.3%
die area: 0.00640 mm2
crit-path leading delay family: simple AND/OR/NAND/NOR gates
post-synth area from yosys stat: 448 um2
Tot Pwr: 0.000598 W
GPL Wtd Cong: 0.863
setup TNS: -0.229 ns
violated checks: negative setup slack
Max IR drop VDD: 151 uV
Synth top cell by count: nor3b_1
worst-margin pin slew: 0.318 ns
PortBufs: 17
# IOs: 18
dominant cell type by area after synthesis: dfrtp_1
Die H: 80 um
Avg WL per Cell: 12.1 um
Pleak: 0.384 nW
GRT Total Usage: 4.82%
Mapped Area: 448 um2
relative slew slack: 78.6%
DRC: 0
CTS Buf Count: 3
Cell Type Count: 29
Area leader share: 22.3%
Final Cycle Share: 107%
core box area: 0.00342 mm2
share of power burned in registers: 27.3%
CTS tree: done
DRT Wirelength: 1580 um
metal2 WL: 798 um
RSZ-0062 raised after global routing: true
P_sw: 0.000183 W
# hold bufs at CTS: 0
Regs by FF count: grant: 4 flops
Async SR Flop Fraction: 100%
layout cells sized above 1: 59.5%
fp util: 13.1%
CP max FO: 4
worst hold margin: 0.266 ns
Sw Share: 30.6%
Rows: 21
final worst path period need: 1.61 ns
combinational fraction of design power: 51.0%
DPL Wire Length: 1290 um
crit path launch type: primary input
max-slew violations: 0
metal3 WL: 58 um
final hold viol count: 0
clk buf depth: 2
PD cells: 684 mW/mm2
Largest cells by area: dfrtp_1 22%, nor3b_1 8.4%, o32ai_4 6.1%
Register-to-Register Path Depth: 4
Filler cells: 375
cell-internal power: 0.000415 W
area grow syn2layout: 95.0%
Worst EP required: 1.62 ns
Pre-antenna DRT Iters: 4
initial drt markers: 27
CP bufs+invs: 1
Critical R2R Capture: grant[3]
setup violators final: 4
Worst R2R Setup Slack: 0.08 ns
largest net degree at the start of global routing: 6
Slowest-stage cell, CP: or4_4
top cells by count: 5 x nor3b_1, 4 x dfrtp_1, 3 x or2b_1
Post-DP Area: 802 um2
r2r startpoint: grant[1]
vias in the first global route: 584
max-cap check violation count: 0
Antenna diodes: 0
Clk network pwr share: 21.7%
Mean Syn Cell Area: 9.53 um2
## final cells by class
type | instances | area [um2] | share of cell area, %
flip-flops and latches | 4 | 100 | 11.5
inverters | 2 | 7.51 | 0.860
well taps | 46 | 57.6 | 6.59
multi-input cells | 41 | 407 | 46.6
clock buffers | 3 | 22.5 | 2.58
repair buffers | 34 | 279 | 31.9
## metrics by stage
step / instances / setup WS, ns
after floorplan: 47 / -0.213
after global placement: 126 / -0.745
after detailed placement: 126 / -0.812
after CTS: 130 / -0.160
after global routing: 130 / -0.145
final: 130 / -0.112
## repair_timing
action | 4_1_cts | 5_1_grt
endpoints found under the hold margin | 0 | 0
pin swaps | 13 | 6
gates resized | 56 | 6
setup endpoints to repair | 4 | 4
buffers inserted | 1 | 0
## routing by layer
layer	GRT usage, %	vias up
li1	-	278
met1	6.27	256
met2	8.03	8
met3	0.909	0
met4	1.06	0
met5	0	-
## logic make-up (layout without fill, tap and decap cells)
family                 after synthesis  count (layout)  synth area share [%]
and+or+nand+nor                     25              25                  41.6
AOI/OAI and AO/OA                   16              16                  34.4
DFF                                  4               4                  22.3
buffers and inverters                2              39                  1.68
## cell usage in the layout (no fill, tap or decap), types with 3 or more instances in the layout
master,instances
buf_4,17
buf_2,5
clkdlybuf4s50_1,5
dfrtp_1,4
buf_6,4
or2b_1,3
nor3b_2,3
clkbuf_4,3
## power groups by stage
stage	Sequential, W	Combinational, W	Clock [W]
after CTS	0.000163	0.000301	0.000139
after global routing	0.000169	0.000337	0.000140
final	0.000163	0.000305	0.000130
## worst max-delay path by stage
stage / slack, ns / depth (start not counted) / to / startpoint
4_1_cts: -0.16 / 5 / grant[3] / req[1]
5_1_grt: -0.15 / 7 / grant[2] / req[3]
6_report: -0.11 / 5 / grant[3] / req[0]
No activity file was given, so power comes from the tool's default toggle rates.
