$ cat design.v
module ArbBalanceRR (
  clk,
  rst_n,
  req,
  grant
  );
  parameter REQ_NUM    = 4;
  parameter COUNTER_W  = clog2(REQ_NUM);
  input  clk;
  input  rst_n;
  input  [REQ_NUM-1:0] req;
  output reg [REQ_NUM-1:0] grant;
  reg [REQ_NUM*COUNTER_W-1:0] pReg;
  wire [REQ_NUM*COUNTER_W-1:0] cPriorityLevel;
  wire [REQ_NUM*REQ_NUM-1:0] levelReq;
  wire [REQ_NUM-1:0] orAssertedReq;
  wire [REQ_NUM-1:0] reqEn;
  wire [REQ_NUM*REQ_NUM-1:0] newGrant;
  wire [REQ_NUM-1:0] finalNewGrant;
  wire [REQ_NUM-1:0] nextGrant;
  wire noGrant;
  wire updateP;
  assign updateP = noGrant & (|req[REQ_NUM-1:0]);
  generate
    genvar i0;
    assign cPriorityLevel[COUNTER_W-1:0] = 
           nextGrant[0]? 
           pReg[COUNTER_W-1:0]: 
           {COUNTER_W{1'b0}};
    for (i0 = 1; i0 < REQ_NUM; i0 = i0+1) begin: cPValue
      assign cPriorityLevel[COUNTER_W*(i0+1)-1:i0*COUNTER_W]
             = nextGrant[i0]?
             pReg[COUNTER_W*(i0+1)-1:i0*COUNTER_W]
             : cPriorityLevel[COUNTER_W*i0-1:(i0-1)*COUNTER_W];
    end
  endgenerate
  generate
    genvar i;
	  for (i = 0; i < REQ_NUM; i = i+1) begin: pRegGen
	    always @ (posedge clk, negedge rst_n) begin
	      if (~rst_n)
		    pReg[COUNTER_W*(i+1)-1:i*COUNTER_W] <= i;
		  else if (updateP) begin
		    if (nextGrant[i])
		      pReg[COUNTER_W*(i+1)-1:i*COUNTER_W] <= REQ_NUM - 1;
		    else if (pReg[COUNTER_W*(i+1)-1:i*COUNTER_W]
        >= cPriorityLevel[COUNTER_W*REQ_NUM-1:(REQ_NUM-1)*COUNTER_W])
		      pReg[COUNTER_W*(i+1)-1:i*COUNTER_W] <= 
          pReg[COUNTER_W*(i+1)-1:i*COUNTER_W] - 1;
	      end
	    end
	  end
  endgenerate
  generate
    genvar j0;
	  genvar j1;
	  for (j0=0; j0 < REQ_NUM; j0=j0+1) begin: reqSel
	    for (j1=0; j1 < REQ_NUM; j1=j1+1) begin: selOut
	      assign levelReq[j0*REQ_NUM+j1] =
        req[j0] & 
        (pReg[COUNTER_W*(j0+1)-1:j0*COUNTER_W] == j1); 
	    end
	  end
  endgenerate
  generate
    genvar k0;
	  for (k0=0; k0 < REQ_NUM; k0=k0+1) begin: AChk
	    assign orAssertedReq[k0] = 
      orOut(levelReq[REQ_NUM*REQ_NUM-1:0],k0);
	  end
  endgenerate
  generate
    genvar k1;
	  assign reqEn[0] = orAssertedReq[0];
	  for (k1=1; k1 < REQ_NUM; k1=k1+1) begin: ReqEnable
	    assign reqEn[k1] = orAssertedReq[k1] &
      ~|orAssertedReq[k1-1:0];
	  end
  endgenerate
  generate
    genvar k2a;
	  genvar k2b;
	  for (k2a=0; k2a<REQ_NUM; k2a=k2a+1) begin: ReqMask
	    for (k2b=0; k2b<REQ_NUM; k2b=k2b+1) begin: BitMask
	      assign newGrant[k2b+k2a*REQ_NUM] = levelReq[k2b+k2a*REQ_NUM] & reqEn[k2b];
	    end
	  end
  endgenerate
  generate
    genvar k3;
	  for (k3=0; k3 < REQ_NUM; k3=k3+1) begin: FNewGrant
	    assign finalNewGrant[k3] = |newGrant[REQ_NUM*(k3+1)-1:k3*REQ_NUM];
	  end
  endgenerate
  assign noGrant = ~|grant[REQ_NUM-1:0];
  assign nextGrant[REQ_NUM-1:0] = noGrant? finalNewGrant[REQ_NUM-1:0]: grant[REQ_NUM-1:0] & req[REQ_NUM-1:0];
  always @ (posedge clk, negedge rst_n) begin
    if (~rst_n)
      grant[REQ_NUM-1:0] <= {REQ_NUM{1'b0}};
    else
      grant[REQ_NUM-1:0] <= nextGrant[REQ_NUM-1:0];
  end
  function reg orOut;
    input [REQ_NUM*REQ_NUM-1:0] orIn;
	input integer id;
	integer i;
    begin
      orOut = 1'b0;
      for (i=0; i<REQ_NUM; i=i+1) begin
        orOut = orOut | orIn[id+i*REQ_NUM];
      end
    end
  endfunction
  function integer clog2; 
    input integer value; 
	  integer i;
    begin 
      clog2 = 0;
      for(i = 0; 2**i < value; i = i + 1) 
        clog2 = i + 1; 
      end
  endfunction
endmodule
$ cat run.sh
#!/bin/bash
# OpenROAD 26Q1-2900-gdf79404cd8, Yosys 0.63+post, stock flow scripts
make -C /OpenROAD-flow-scripts/flow DESIGN_CONFIG=/design/flow/config.mk WORK_HOME=/design/flow/orfs finish
$ cat config.mk
export PLATFORM = sky130hd
export DESIGN_NAME = ArbBalanceRR
export DESIGN_NICKNAME = ArbBalanceRR
export VERILOG_FILES = /design/flow/design.v
export SDC_FILE = /design/flow/constraint.sdc
export NUM_CORES = 4
export LEC_CHECK = 1
export CORE_AREA = 10 10 84 84
export DIE_AREA = 0 0 94 94
$ cat constraint.sdc
current_design ArbBalanceRR

set clk_period 4.1
set clk_io_pct 0.2

create_clock -name clk0 -period $clk_period [get_ports {clk}]

set non_clock_inputs [all_inputs -no_clocks]
set_input_delay [expr $clk_period * $clk_io_pct] -clock clk0 $non_clock_inputs
set_output_delay [expr $clk_period * $clk_io_pct] -clock clk0 [all_outputs]
==> out/results.md <==
| Quantity | Value |
|:---|:---|
| Result of the run | finished clean |
| Maximum number of pins on one net before global-route repair | 13 |
| Width of the chip | 94 um |
| Post-Synthesis Cell Area | 1210 sq um |
| WL/cell | 13.3 um |
| GP Congestion | 0.908 |
| Clock latency reported for the late side of the worst-skew pair | 0.24 ns |
| Cells traversed along the worst timing path | clkdlybuf4s50_1, a222oi_1, nand4_1, nor4_2, nor2_2, and3_1, a211o_1, ha_1, a21oi_1, inv_1, a221oi_1, nor2_1, a2bb2oi_1 |
| Post-CTS Resized | 0 |
| Total via count in the routed design | 1072 |
| Slowest stage cell, crit path | sky130_fd_sc_hd__clkdlybuf4s50_1 |
| Worst hold path class | reg -> reg |
| Synthesis-to-layout area growth | 19.5% |
| Highest-count logic cell in the final layout | sky130_fd_sc_hd__ha_1 |
| Peak supply drop | 0.202 mV |
| Max frequency | 264 MHz |
| Core footprint | 5200 sq um |
| Yosys cell count | 136 |
| CTS tree | yes |
| Count of routing violations after the opening detailed-route iteration | 50 |
| Share of flip-flops with an asynchronous set or reset after synthesis | 100% |
| Number of standard cells after synthesis | 136 |
| Top fanout value on the critical path | 6 |
| Final worst-path cycle share | 92.5% |
| Post-Route Setup TNS | 0 ns |
| Number of register bits inferred by synthesis | 12 |
| Leakage Power | 0.664 nW |
| Post-synth seq share | 25.2% |
| Power per standard cell area | 906 nW/um^2 |
| Maximum level of the CTS H-tree | 1 |
| Number of global-route vias before repair | 1076 |
| Transition time at the pin with the least slew margin | 0.572 ns |
| Die area | 8840 sq um |
| Commonest flop | sky130_fd_sc_hd__dfrtp_1 |
| Crit Path Class | in -> reg |
| DPL Wire Length | 2370 um |
| Compound-gate portion of the synthesized area | 26.1% |
| Element type at the critical path end | register |
| Slowest stage delay, CP | 0.47 ns |
| Count of standard-cell rows | 26 |
| Number of max-cap violations | 0 |
| GRT Resource Usage Total | 6.76% |
| Inserted Diodes | 0 |
| Inserted Clock Buffers | 3 |
| Flop pwr share | 19.8% |
| Internal power consumption | 0.000685 W |
| Final cell area excluding filler cells | 1450 sq um |
| Synthesized-area fraction occupied by adder cells | 24.8% |
| Tally of buffers added on design ports | 9 |
| Root buffer selected by CTS | sky130_fd_sc_hd__clkbuf_8 |
| Clock sinks | 12 |
| RSZ-0062 raised after global routing | no |
| Basic-gate share of the synthesized area counting and, or, nand and nor cells | 16.2% |
| Die height | 94 um |
| Total global routing overflow | 0 |
| Endpoints failing hold | 0 |
| Flop-to-flop setup slack | 0.47 ns |
| Post-route non-filler standard cell count | 219 |
| Hold Startpoint | pReg[5]$_DFFE_PN1P_ |
| Worst slew slack as a fraction of its limit | 61.8% |
| Worst flop-to-flop path startpoint | pReg[5]$_DFFE_PN1P_ |
| Hold buffer count at CTS | 0 |
| Worst setup path startpoint | req[2] |
| Synthesized area divided by synthesized cell count | 8.91 sq um |
| Capturing element of the worst setup path | pReg[3]$_DFFE_PN0P_ |
| Initial DRT Pass Iterations | 4 |
| Clock Power Share | 10.0% |
| Mux contribution to synthesized area | 0.826% |
| YS warnings | 1 |
| Starting density of the core | 23.3% |
| Fin crit period | 3.79 ns |
| Post-Route Utilization | 27.8% |
| Sort of element at the start of the critical path | input port |
| Yosys Chip Area | 1210 sq um |
| # Post-CTS Setup Buffers | 0 |
| Worst EP arrival | 3.91 ns |
| Post-synthesis cell type count | 42 |
| Number of antenna violations at the first check in global routing | 0 |
| Clock buffer depth | 2 |
| DP Cell Count | 215 |
| Finish-stage setup viols | 0 |
| DRC violation count after routing | 0 |
| Post-detailed-route via-to-cell ratio | 4.89 |
| Most frequently placed logic cells in the final layout | 24 x sky130_fd_sc_hd__ha_1, 14 x sky130_fd_sc_hd__inv_1, 10 x sky130_fd_sc_hd__nand2_1 |
| XOR Share, Synth | 0% |
| Number of fill cells | 562 |
| Number of enable-type register cells in the synthesized netlist | 0 |
| Post-placement cell area | 1390 sq um |
| Wire length of the first global-routing pass | 4960 um |
| Fraction of layout cells with a size suffix above 1 | 12.1% |
| Number of slew-limit violations in the final report | 0 |
| Worst-path clk slew | 0.06 ns |
| Net Sw Power | 0.000627 W |
| Worst EP required | 4.22 ns |
| Cells on worst reg2reg path | 14 |
| Net switching fraction of the power | 47.8% |
| Wire length after detailed routing | 2910 um |
| Main logic family after synthesis | AND-OR/OR-AND gates |
| Number of warnings in the stage logs | 37 |
| Number of nets with antenna violations after detailed routing | 0 |
| Worst r2r dst | pReg[3]$_DFFE_PN0P_ |
| Worst clock skew | 0.00142 ns |
| Top-level port count | 10 |
| Combinational group share of total power | 70.2% |
## how the worst min path moves through the flow
stage / to / slack, ns / cells past startpoint
CTS: pReg[5]$_DFFE_PN1P_ / 0.54 / 1
global route: pReg[5]$_DFFE_PN1P_ / 0.56 / 1
finish: pReg[5]$_DFFE_PN1P_ / 0.53 / 1
## cells in the mapped netlist, drive strengths merged (2+ instances only)
master / count / share of area (%)
a211o: 2 / 1.4
a21boi: 2 / 1.2
a21oi: 8 / 3.3
a22oi: 7 / 4.8
a2bb2oi: 3 / 2.2
a31oi: 6 / 3.1
buf: 4 / 2.2
dfrtp: 8 / 17
dfstp: 4 / 8.7
ha: 24 / 25
inv: 15 / 4.6
nand2: 10 / 3.1
nand2b: 4 / 2.1
nand3: 3 / 1.2
nor2: 6 / 2.3
nor3: 4 / 1.7
nor4: 3 / 2.1
o21ai: 4 / 1.7
o21bai: 2 / 1.2
o31ai: 2 / 2.4
or4: 2 / 1.2
## state kept, by name (all words and copies together), names as in the netlist
register  cells
grant         4
pReg          8
## layout make-up
cell class | instances | area, sq um | share of cell area [%]
multi-input cells | 105 | 823 | 56.9
flip-flops and latches | 12 | 305 | 21.1
repair buffers | 13 | 120 | 8.30
well taps | 70 | 87.6 | 6.05
inverters | 15 | 56.3 | 3.89
clock buffers | 4 | 55.1 | 3.80
## critical path: cells and delay by family
kind                     cells  cell delay [ns]
adder cells (fa/ha/maj)      1             0.30
AND/OR/NAND/NOR              5             1.03
AND-OR/OR-AND                5             1.25
buffers and inverters        2             0.53
## metrics by stage
step | hold WS, ns | power (W) | setup WS (ns)
3_3_place_gp | 0.535 | 0.00118 | 0.105
3_5_place_dp | 0.531 | 0.00118 | 0.0645
6_report | 0.535 | 0.00131 | 0.308
5_1_grt | 0.558 | 0.00148 | 0.0910
4_1_cts | 0.539 | 0.00132 | 0.308
2_1_floorplan | 0.512 | 0.000942 | 0.651
## power by group through the flow
| stage | logic (W) | clock network [W] | registers, W |
|---|---|---|---|
| 6_report | 0.000920 | 0.000132 | 0.000259 |
| 5_1_grt | 0.00106 | 0.000140 | 0.000272 |
| 4_1_cts | 0.000926 | 0.000135 | 0.000261 |
## kinds of logic (layout without fill, tap and decap cells)
| family | count (synthesis) | count (layout) |
|---|---|---|
| muxes | 1 | 1 |
| and+or+nand+nor | 37 | 37 |
| adders and majority gates | 24 | 24 |
| DFF | 12 | 12 |
| buffers and inverters | 19 | 32 |
| AOI/OAI and AO/OA | 43 | 43 |
## per-layer routing
layer / routed length (um) / track usage (%)
met2: 1320 / 10.8
met3: 205 / 0.727
met5: 0 / 0
met4: 63 / 1.65
met1: 1330 / 9.47
Power figures rest on the tool's default switching activity, not on a simulated workload.
