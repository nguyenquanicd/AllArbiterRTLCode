**/design/flow/design.v**
```verilog
module ArbPriorityRR (
  clk,
  rst_n,
  req,
  grant
  );
  parameter REQ_NUM    = 4;
  parameter COUNTER_W  = clog2(REQ_NUM);
  input  clk;
  input  rst_n;
  input  [REQ_NUM-1:0] req;
  output reg [REQ_NUM-1:0] grant;
  reg [COUNTER_W-1:0] rrCounter;
  wire incCounter;
  wire [REQ_NUM-1:0] prioritySel;
  wire [REQ_NUM*REQ_NUM-1:0] reqOut;
  wire [REQ_NUM*REQ_NUM-1:0] reqOutVector;
  wire noGrant;
  wire [REQ_NUM-1:0] nextGrant;
  assign noGrant = ~|grant[REQ_NUM-1:0];
  assign incCounter = (~|req[REQ_NUM-1:0]) | |(~req[REQ_NUM-1:0] & grant[REQ_NUM-1:0]);
  always @ (posedge clk, negedge rst_n) begin
    if (~rst_n)
	    rrCounter[COUNTER_W-1:0] <= {COUNTER_W{1'b0}};
	  else if (incCounter) begin
	    if (rrCounter[COUNTER_W-1:0] == REQ_NUM-1)
	      rrCounter[COUNTER_W-1:0] <= {COUNTER_W{1'b0}};
      else
	      rrCounter[COUNTER_W-1:0] <= rrCounter[COUNTER_W-1:0] + 1'b1;
    end
  end
  generate
    genvar i;
	  for (i = 0; i < REQ_NUM; i=i+1) begin: uPrioritySel
      assign prioritySel[i]    = (rrCounter[COUNTER_W-1:0] == i);
	  end  
  endgenerate
  priorityLogic #(.REQ_NUM(REQ_NUM)) priorityLogic0 (
       .Sel(prioritySel[0]),
       .reqIn(req[REQ_NUM-1:0]),
       .reqOut(reqOut[REQ_NUM-1:0])
       );
  generate
    genvar j;
	  for (j = 1; j < REQ_NUM; j=j+1) begin: uPResult
      priorityLogic #(.REQ_NUM(REQ_NUM)) priorityLogic (
       .Sel(prioritySel[j]),
       .reqIn({req[j-1:0], req[REQ_NUM-1:j]}),
       .reqOut(reqOut[REQ_NUM*(j+1)-1:j*REQ_NUM])
       );
	  end  
  endgenerate
  generate
    genvar x;
    assign reqOutVector[REQ_NUM-1:0] = reqOut[REQ_NUM-1:0];
	  for (x = 1; x < REQ_NUM; x=x+1) begin: reOrderBit
	    assign reqOutVector[REQ_NUM*(x+1)-1:x*REQ_NUM] = {reqOut[REQ_NUM*(x+1)-1-x:x*REQ_NUM], reqOut[REQ_NUM*(x+1)-1:REQ_NUM*(x+1)-x]};
	  end
  endgenerate
  generate
    genvar y;
    for (y = 0; y < REQ_NUM; y = y +1) begin: nextGrantGen
      assign nextGrant[y] = orOut(reqOutVector[REQ_NUM*REQ_NUM-1:0],y);
    end
  endgenerate
  always @ (posedge clk, negedge rst_n) begin
    if (~rst_n)
      grant[REQ_NUM-1:0] <= {REQ_NUM{1'b0}};
    else if (noGrant)
      grant[REQ_NUM-1:0] <= nextGrant[REQ_NUM-1:0];
    else
      grant[REQ_NUM-1:0] <= nextGrant[REQ_NUM-1:0] & grant[REQ_NUM-1:0];
  end
  function orOut;
   input [REQ_NUM*REQ_NUM-1:0] orIn;
   input integer index;
	 integer i1;
    begin
		  orOut = 1'b0;
      for (i1 = 0; i1 < REQ_NUM; i1 = i1 + 1) begin
          orOut = orOut | orIn[index+i1*REQ_NUM];
      end
    end
  endfunction
  function integer clog2; 
   input integer value;
	 integer ii;
    begin
      clog2 = 0; 
      for(ii = 0; 2**ii < value; ii = ii+1) begin
        clog2 = ii + 1; 
      end
    end      
  endfunction
endmodule  
module priorityLogic (Sel, reqIn, reqOut);
  parameter REQ_NUM    = 2;
  input Sel;
  input [REQ_NUM-1:0] reqIn;
  output wire [REQ_NUM-1:0] reqOut;
  assign reqOut[0] = Sel? reqIn[0]: 1'b0;
  generate
    genvar k;
    for (k=1; k < REQ_NUM; k = k + 1) begin: uPLogic
      assign reqOut[k] = Sel? (reqIn[k] & ~|reqIn[k-1:0]): 1'b0;
    end
  endgenerate
endmodule
```
**/design/flow/run.sh**
```bash
#!/bin/bash
# OpenROAD 26Q1-2900-gdf79404cd8, Yosys 0.63+post, stock flow scripts
make -C /OpenROAD-flow-scripts/flow DESIGN_CONFIG=/design/flow/config.mk WORK_HOME=/design/flow/orfs finish
```
**/design/flow/config.mk**
```make
export PLATFORM = sky130hd
export DESIGN_NAME = ArbPriorityRR
export DESIGN_NICKNAME = ArbPriorityRR
export VERILOG_FILES = /design/flow/design.v
export SDC_FILE = /design/flow/constraint.sdc
export NUM_CORES = 4
export LEC_CHECK = 1
export CORE_AREA = 10 10 70 70
export DIE_AREA = 0 0 80 80
```
**/design/flow/constraint.sdc**
```tcl
current_design ArbPriorityRR

set clk_period 1.3
set clk_io_pct 0.2

create_clock -name clk0 -period $clk_period [get_ports {clk}]

set non_clock_inputs [all_inputs -no_clocks]
set_input_delay [expr $clk_period * $clk_io_pct] -clock clk0 $non_clock_inputs
set_output_delay [expr $clk_period * $clk_io_pct] -clock clk0 [all_outputs]
```
==> ci_impl_report.md <==
## Implementation flow summary

| Metric | Value |
|---|---|
| Outcome | finished clean |
| Total GRT Usage | 3.35% |
| Die width | 80 µm |
| Placer Congestion | 0.803 |
| Max incr delay on CP | 0.38 ns |
| Max Used Layer | met3 |
| H-tree levels | 1 |
| Dominant logic cell type in the layout | buf_4 |
| Final setup TNS | 0 ns |
| Via count | 370 |
| Stage-log warning count | 30 |
| Clock power frac | 10.5% |
| Vias in the first global route | 423 |
| Clk_skew | 0.000965 ns |
| Chip area in the Yosys report | 378 µm² |
| N_diodes | 0 |
| Mean post-synth cell area | 9.69 µm² |
| Int Pwr | 979 µW |
| Met3 routed WL | 90 µm |
| Seq pwr share | 25.8% |
| Worst-margin pin slew | 0.298 ns |
| Crit path cell chain | inv_1, o22ai_2, a211oi_2, mux2_4 |
| Global route overflow | 0 |
| HP Class | in2async |
| DRT iter0 DRCs | 30 |
| CTS Hold Buffers Added | 0 |
| Wire length on met1 | 500 µm |
| Vias per cell | 3.39 |
| Synthesized netlist cell count | 39 |
| CTS tree | yes |
| Yosys warning tally | 1 |
| Core Rows | 21 |
| Filler cells | 371 |
| Number of max-cap violations | 0 |
| Routed Antenna Nets | 0 |
| Synth mux share | 5.96% |
| Final WL | 1080 µm |
| CP top delay family | flip-flops |
| Clk sink count | 6 |
| Area of the die | 6400 µm² |
| Fmax | 0.775 GHz |
| First-pass iteration count of the detailed router | 2 |
| Tot Pwr | 1.54 mW |
| Adders+Majority by Area | 13.2% |
| # Cells Yosys | 39 |
| Logic area | 256 µm² |
| Die Ht | 80 µm |
| Minimum clock period | 1.29 ns |
| #FFs+latches synth | 6 |
| Critical Path AT | 1.41 ns |
| Pleak | 0.348 nW |
| Largest logic family | AND-OR/OR-AND gates |
| Layout Area Growth over Synthesis | 81.1% |
| Required @ worst endpoint | 1.42 ns |
| CP max-delay cell | dfrtp_1 |
| Met2 wire len | 485 µm |
| Cycle use final | 99.2% |
| CP endpoint kind | flip-flop |
| Top Layout Cells | buf_4, dlygate4sd2_1, nor2_1, inv_1, dfrtp_1 |
| Clock buffer count from CTS | 3 |
| Worst-Skew Late Latency | 0.24 ns |
| Worst vdd ir | 0.397 mV |
| Simple share | 8.61% |
| Root buffer cell | clkbuf_4 |
| Max_slew headroom | 80.1% |
| Clk slew on worst S/H paths | 0.04 ns |
| DR WL/cell | 9.87 µm |
| DRC violations left | 0 |
| Synth Cell Area | 378 µm² |
| Power Density | 2250 nW/µm² |
| FP Core Util | 11.1% |
| Critical path startpoint category | flip-flop |
| RSZ-0062 raised after global routing | true |
| Detailed placement HPWL | 798 µm |
| Final Util | 20.0% |
| Yosys aoi share | 26.5% |
| Final hold violation count | 0 |
| Largest net degree at the start of global routing | 7 |
| Area taken by flip-flops and latches | 151 µm² |
| Switching power | 559 µW |
| Core area | 3420 µm² |
| Crit path buf inv count | 1 |
| Setup violators final | 0 |
| Netlist cell types | 12 |
| Port Buffers | 9 |
| Switching share of power | 36.3% |
| Largest fanout on the critical path | 2 |
| I/O pins | 10 |
| Register share after synthesis | 39.7% |
| Max Slew Vio Count | 0 |
| Initial antenna violation count | 0 |
| First-pass GRT wire length | 1820 µm |
| XORs/XNORs by Area | 0% |
| Layout cells sized above 1 | 44.4% |
| Logic pwr share | 63.7% |
| CTS Buffer Depth | 2 |
| Critical path class | reg2reg |
## cell type report
class / instances / area share [%]
Multi-Input combinational cell: 27 / 37.5
Timing Repair Buffer: 21 / 25.4
Sequential cell: 6 / 22.1
Tap cell: 46 / 8.41
Clock buffer: 3 / 3.29
Inverter: 6 / 3.29
## worst reg2reg max path, cell delays in order (launching register included)
cell and delay [ns]:
dfrtp_1 0.38, inv_1 0.07, o22ai_2 0.07, a211oi_2 0.31, mux2_4 0.33
## power by group through the flow
stage	logic (mW)	clock network (mW)	registers, mW
CTS	0.817	0.170	0.377
global route	1.08	0.187	0.413
finish	0.979	0.162	0.397
## stage by stage
stage | cells | setup slack (ns) | area [µm²] | hold WS [ns]
3_3_place_gp | 100 | -0.331 | 571 | 0.509
5_1_grt | 109 | -0.0375 | 684 | 0.265
4_1_cts | 106 | -0.0274 | 621 | 0.265
6_report | 109 | 0.0104 | 684 | 0.259
3_5_place_dp | 100 | -0.352 | 571 | 0.520
2_1_floorplan | 39 | 0.111 | 378 | -0.0356
## routing by layer
| metal | vias up | global-route usage, % |
|---|---|---|
| met1 | 176 | 3.84 |
| li1 | 188 | - |
| met2 | 6 | 5.46 |
| met3 | 0 | 1.70 |
| met5 | - | 0 |
| met4 | 0 | 0.704 |
## registers in the layout, indices dropped and copies added (netlist names)
register   cells
grant          4
rrCounter      2
## synthesized netlist by cell type
cell type / instances / area (µm²)
dfrtp_1: 6 / 150
inv_1: 6 / 22.5
nor2_1: 5 / 18.8
ha_1: 4 / 50.1
o211a_1: 4 / 40.0
o21ai_0: 4 / 20.0
a21oi_1: 3 / 15.0
mux2_2: 2 / 22.5
o22ai_1: 2 / 12.5
a211oi_2: 1 / 12.5
nor3b_1: 1 / 7.51
nor4_1: 1 / 6.26
## repair_timing
item | CTS | global route
endpoints found under the setup margin | 6 | 6
resized | 12 | 14
setup buffers | 3 | 4
pin swaps | 1 | 4
## final timing paths
check,slack (ns),to,depth (start not counted),startpoint
setup / recovery,0.01,rrCounter[0],4,grant[1]
min in group clk0,0.56,grant[2],1,grant[2]
setup reg to reg,0.01,rrCounter[0],4,grant[1]
max in group asynchronous,0.82,rrCounter[0],1,rst_n
hold / removal,0.26,rrCounter[1],1,rst_n
hold reg to reg,0.56,grant[2],1,grant[2]
## cells by family (layout without fill, tap and decap cells)
kind of cell	Yosys count	after routing
flip-flops	6	6
multiplexers	2	2
AND-OR/OR-AND	14	14
AND/OR/NAND/NOR	7	7
adder cells (fa/ha/maj)	4	4
buffers and inverters	6	30
Power is estimated from default activity; no workload was simulated.
